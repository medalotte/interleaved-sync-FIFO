==> ./design.v <==
module interleaved_sync_fifo
  #(parameter
    DATA_WIDTH    = 8,
    FIFO_DEPTH    = 256,
    localparam
    HALF_FIFO_DEPTH    = FIFO_DEPTH / 2,
    LB_FIFO_DEPTH      = $clog2(FIFO_DEPTH),
    LB_HALF_FIFO_DEPTH = $clog2(HALF_FIFO_DEPTH))
   ( 
    input  logic [DATA_WIDTH-1:0]  in_data,
    input  logic                   in_valid,
    output logic                   in_ready,
    output logic [DATA_WIDTH-1:0]  out_data,
    output logic                   out_valid,
    input  logic                   out_ready,
    output logic [LB_FIFO_DEPTH:0] count,
    input  logic                   clear,
    input  logic                   clk,
    input  logic                   rstn);
   logic [LB_FIFO_DEPTH:0]         count_r;
   logic                           in_exec, out_exec;
   logic                           fifo0_in_ready, fifo1_in_ready;
   logic [DATA_WIDTH-1:0]          fifo0_out_data, fifo1_out_data;
   logic                           fifo0_out_valid, fifo1_out_valid;
   logic                           fifo0_out_ready, fifo1_out_ready;
   logic [LB_HALF_FIFO_DEPTH:0]    fifo0_count, fifo1_count;
   logic [DATA_WIDTH-1:0]          fifo0_in_data_r, fifo1_in_data_r;
   logic                           fifo0_in_valid_r, fifo1_in_valid_r;
   logic [DATA_WIDTH-1:0]          fifo0_prefetch_data_r, fifo1_prefetch_data_r;
   logic                           fifo0_prefetch_valid_r, fifo1_prefetch_valid_r;
   logic                           fifo0_in_exec, fifo1_in_exec;
   logic                           fifo0_in_exec_done, fifo1_in_exec_done;
   logic                           fifo0_out_exec, fifo1_out_exec;
   logic                           fifo0_prefetch_exec, fifo1_prefetch_exec;
   logic                           in_sel, out_sel;
   sync_2t_fifo #(DATA_WIDTH, HALF_FIFO_DEPTH) fifo0(.in_data(fifo0_in_data_r),
                                                     .in_valid(fifo0_in_valid_r),
                                                     .in_ready(fifo0_in_ready),
                                                     .out_data(fifo0_out_data),
                                                     .out_valid(fifo0_out_valid),
                                                     .out_ready(fifo0_out_ready),
                                                     .clear(clear),
                                                     .count(fifo0_count),
                                                     .clk(clk),
                                                     .rstn(rstn));
   sync_2t_fifo #(DATA_WIDTH, HALF_FIFO_DEPTH) fifo1(.in_data(fifo1_in_data_r),
                                                     .in_valid(fifo1_in_valid_r),
                                                     .in_ready(fifo1_in_ready),
                                                     .out_data(fifo1_out_data),
                                                     .out_valid(fifo1_out_valid),
                                                     .out_ready(fifo1_out_ready),
                                                     .clear(clear),
                                                     .count(fifo1_count),
                                                     .clk(clk),
                                                     .rstn(rstn));
   always_comb begin
      in_ready  = (count_r < FIFO_DEPTH) ? 1 : 0;
      out_valid = out_sel ? fifo1_prefetch_valid_r : fifo0_prefetch_valid_r;
      out_data  = out_sel ? fifo1_prefetch_data_r  : fifo0_prefetch_data_r;
      count     = count_r;
      in_exec  = in_valid  & in_ready;
      out_exec = out_valid & out_ready;
      fifo0_in_exec      = in_valid & (in_sel == 0) & !fifo0_in_valid_r;
      fifo0_in_exec_done = fifo0_in_valid_r & fifo0_in_ready;
      fifo1_in_exec      = in_valid & (in_sel == 1) & !fifo1_in_valid_r;
      fifo1_in_exec_done = fifo1_in_valid_r & fifo1_in_ready;
      fifo0_prefetch_exec = fifo0_out_valid & !fifo0_prefetch_valid_r;
      fifo0_out_ready     = !fifo0_prefetch_valid_r;
      fifo0_out_exec      = out_ready & (out_sel == 0) & fifo0_prefetch_valid_r;
      fifo1_prefetch_exec = fifo1_out_valid & !fifo1_prefetch_valid_r;
      fifo1_out_ready     = !fifo1_prefetch_valid_r;
      fifo1_out_exec      = out_ready & (out_sel == 1) & fifo1_prefetch_valid_r;
   end
   always_ff @(posedge clk) begin
     if(!rstn | clear) begin
        count_r <= 0;
        fifo0_in_data_r  <= 0;
        fifo1_in_data_r  <= 0;
        fifo0_in_valid_r <= 0;
        fifo1_in_valid_r <= 0;
        fifo0_prefetch_data_r  <= 0;
        fifo1_prefetch_data_r  <= 0;
        fifo0_prefetch_valid_r <= 0;
        fifo1_prefetch_valid_r <= 0;
        in_sel  <= 0;
        out_sel <= 0;
     end
     else begin
        case({in_exec, out_exec})
          2'b10:   count_r <= count_r + 1;
          2'b01:   count_r <= count_r - 1;
          default: count_r <= count_r;
        endcase
        if(fifo0_in_exec) begin
           fifo0_in_data_r  <= in_data;
           fifo0_in_valid_r <= 1;
           in_sel           <= 1;
        end
        else if(fifo0_in_exec_done) begin
           fifo0_in_valid_r <= 0;
        end
        if(fifo1_in_exec) begin
           fifo1_in_data_r  <= in_data;
           fifo1_in_valid_r <= 1;
           in_sel           <= 0;
        end
        else if(fifo1_in_exec_done) begin
           fifo1_in_valid_r <= 0;
        end
        if(fifo0_prefetch_exec) begin
           fifo0_prefetch_data_r  <= fifo0_out_data;
           fifo0_prefetch_valid_r <= 1;
        end
        else if(fifo0_out_exec) begin
           fifo0_prefetch_valid_r <= 0;
           out_sel                <= 1;
        end
        if(fifo1_prefetch_exec) begin
           fifo1_prefetch_data_r  <= fifo1_out_data;
           fifo1_prefetch_valid_r <= 1;
        end
        else if(fifo1_out_exec) begin
           fifo1_prefetch_valid_r <= 0;
           out_sel                <= 0;
        end
     end
   end
endmodule
module reg_fifo
  #(parameter
    DATA_WIDTH    = 8,
    FIFO_DEPTH    = 4,
    localparam
    LB_FIFO_DEPTH = $clog2(FIFO_DEPTH))
   (input  logic [DATA_WIDTH-1:0]  in_data,
    input  logic                   in_valid,
    output logic                   in_ready,
    output logic [DATA_WIDTH-1:0]  out_data,
    output logic                   out_valid,
    input  logic                   out_ready,
    input  logic                   clear,
    output logic [LB_FIFO_DEPTH:0] count,
    input  logic                   clk,
    input  logic                   rstn);
   logic [FIFO_DEPTH-1:0][DATA_WIDTH-1:0] dist_ram = '{default:0};
   logic [LB_FIFO_DEPTH-1:0]              waddr_r, raddr_r;
   logic [LB_FIFO_DEPTH:0]                count_r;
   logic                                  in_exec, out_exec;
   always_comb begin
      in_ready  = (count_r < FIFO_DEPTH) ? 1 : 0;
      out_valid = (0 < count_r) ? 1 : 0;
      out_data  = dist_ram[raddr_r];
      count     = count_r;
      in_exec   = in_valid  & in_ready;
      out_exec  = out_valid & out_ready;
   end
   always_ff @(posedge clk) begin
     if(!rstn | clear) begin
        waddr_r <= 0;
        raddr_r <= 0;
        count_r <= 0;
     end
     else begin
        case({in_exec, out_exec})
          2'b00 : begin
          end
          2'b01 : begin
             raddr_r <= raddr_r + 1;
             count_r <= count_r - 1;
          end
          2'b10 : begin
             dist_ram[waddr_r] <= in_data;
             waddr_r           <= waddr_r + 1;
             count_r           <= count_r + 1;
          end
          2'b11 : begin
             dist_ram[waddr_r] <= in_data;
             waddr_r           <= waddr_r + 1;
             raddr_r           <= raddr_r + 1;
          end
        endcase
     end
   end
endmodule
module single_port_RAM
  #(parameter
    DATA_WIDTH   = 8,
    RAM_DEPTH    = 256,
    localparam
    LB_RAM_DEPTH = $clog2(RAM_DEPTH))
   (input  logic [DATA_WIDTH-1:0]   din,
    input  logic [LB_RAM_DEPTH-1:0] addr,
    output logic [DATA_WIDTH-1:0]   dout,
    input  logic                    wr_en,
    input  logic                    clk);
   logic [DATA_WIDTH-1:0]           ram[RAM_DEPTH-1:0] = '{default:0};
   logic [DATA_WIDTH-1:0]           din_r;
   logic [LB_RAM_DEPTH-1:0]         addr_r;
   logic [DATA_WIDTH-1:0]           dout_r;
   logic                            wr_en_r;
   always_ff @(posedge clk) begin
      din_r   <= din;
      addr_r  <= addr;
      dout_r  <= ram[addr_r];
      wr_en_r <= wr_en;
      if(wr_en_r) begin
         ram[addr_r] <= din_r;
      end
   end
   assign dout = dout_r;
endmodule
module sync_2t_fifo
  #(parameter
    DATA_WIDTH    = 8,
    FIFO_DEPTH    = 256,
    localparam
    PREFETCH_FIFO_DEPTH    = 4,
    LB_FIFO_DEPTH          = $clog2(FIFO_DEPTH),
    LB_PREFETCH_FIFO_DEPTH = $clog2(PREFETCH_FIFO_DEPTH))
   (input  logic [DATA_WIDTH-1:0]  in_data,
    input  logic                   in_valid,
    output logic                   in_ready,
    output logic [DATA_WIDTH-1:0]  out_data,
    output logic                   out_valid,
    input  logic                   out_ready,
    input  logic                   clear,
    output logic [LB_FIFO_DEPTH:0] count,
    input  logic                   clk,
    input  logic                   rstn);
   logic [LB_FIFO_DEPTH-1:0]        raddr_r, waddr_r;
   logic [LB_FIFO_DEPTH:0]          fifo_count_r;
   logic                            in_exec, out_exec;
   logic [DATA_WIDTH-1:0]           mem_dout;
   logic [LB_FIFO_DEPTH-1:0]        mem_addr;
   logic [LB_FIFO_DEPTH:0]          mem_count_r;
   logic                            prefetch_fifo_in_valid_q[1:0];
   logic                            prefetch_fifo_in_ready;
   logic [LB_PREFETCH_FIFO_DEPTH:0] prefetch_fifo_count;
   logic                            prefetch_exec;
   logic [2:0]                      prefetch_count;
   single_port_RAM #(DATA_WIDTH, FIFO_DEPTH) single_port_ram(.din(in_data),
                                                             .addr(mem_addr),
                                                             .dout(mem_dout),
                                                             .wr_en(in_exec),
                                                             .clk(clk));
   reg_fifo #(DATA_WIDTH, PREFETCH_FIFO_DEPTH) prefetch_fifo(.in_data(mem_dout),
                                                             .in_valid(prefetch_fifo_in_valid_q[1]),
                                                             .in_ready(prefetch_fifo_in_ready),
                                                             .out_data(out_data),
                                                             .out_valid(out_valid),
                                                             .out_ready(out_ready),
                                                             .clear(clear),
                                                             .count(prefetch_fifo_count),
                                                             .clk(clk),
                                                             .rstn(rstn));
   always_comb begin
      in_ready       = (fifo_count_r < FIFO_DEPTH) ? 1 : 0;
      count          = fifo_count_r;
      in_exec        = in_valid  & in_ready;
      out_exec       = out_valid & out_ready;
      mem_addr       = in_exec ? waddr_r : raddr_r;
      prefetch_count = prefetch_fifo_count + prefetch_fifo_in_valid_q[0] + prefetch_fifo_in_valid_q[1];
      prefetch_exec  = (!in_exec) & (0 < mem_count_r) & (prefetch_count < PREFETCH_FIFO_DEPTH);
   end
   always_ff @(posedge clk) begin
     if(!rstn | clear) begin
        fifo_count_r             <= 0;
        waddr_r                  <= 0;
        raddr_r                  <= 0;
        mem_count_r              <= 0;
        prefetch_fifo_in_valid_q <= '{default:0};
     end
     else begin
        prefetch_fifo_in_valid_q[1] <= prefetch_fifo_in_valid_q[0];
        case({in_exec, out_exec})
          2'b10:   fifo_count_r <= fifo_count_r + 1;
          2'b01:   fifo_count_r <= fifo_count_r - 1;
          default: fifo_count_r <= fifo_count_r;
        endcase
        casez({in_exec, prefetch_exec})
          2'b1z: begin
             waddr_r                     <= waddr_r + 1;
             mem_count_r                 <= mem_count_r + 1;
             prefetch_fifo_in_valid_q[0] <= 0;
          end
          2'b01: begin
             raddr_r                     <= raddr_r + 1;
             mem_count_r                 <= mem_count_r - 1;
             prefetch_fifo_in_valid_q[0] <= 1;
          end
          default: begin
             prefetch_fifo_in_valid_q[0] <= 0;
          end
        endcase
     end
   end
endmodule
==> ./run.sh <==
#!/bin/bash
# OpenROAD 26Q1-2900-gdf79404cd8, Yosys 0.63+post, stock flow scripts
make -C /OpenROAD-flow-scripts/flow DESIGN_CONFIG=/design/flow/config.mk WORK_HOME=/design/flow/orfs finish
==> ./config.mk <==
export PLATFORM = sky130hd
export DESIGN_NAME = interleaved_sync_fifo
export DESIGN_NICKNAME = interleaved_sync_fifo
export VERILOG_FILES = /design/flow/design.v
export SDC_FILE = /design/flow/constraint.sdc
export NUM_CORES = 4
export LEC_CHECK = 1
export CORE_UTILIZATION = 40
export SYNTH_HDL_FRONTEND = slang
==> ./constraint.sdc <==
current_design interleaved_sync_fifo

set clk_period 15.5
set clk_io_pct 0.2

create_clock -name clk0 -period $clk_period [get_ports {clk}]

set non_clock_inputs [all_inputs -no_clocks]
set_input_delay [expr $clk_period * $clk_io_pct] -clock clk0 $non_clock_inputs
set_output_delay [expr $clk_period * $clk_io_pct] -clock clk0 [all_outputs]
==> impl_metrics.yaml <==
# physical design summary
synth:
  top_cell: "edfxtp_1"
  synth-main-ff-cell: "edfxtp_1"
  synth_flops: 2285
  synthTopCellsByCount: "edfxtp_1 (2,112), nor2_1 (430), nand2_1 (305)"
  synth_cell_types: 85
  syn_area_per_cell_um2: 16.8
  ys_seq_share: 0.742
  edf_count: 2112
  async_reset_ff_frac: 0
  yosys.area.top_type_share: 0.703
  area_leaders: "edfxtp_1 (70%), mux4_2 (4.8%), dfxtp_1 (3.8%), mux2i_1 (2.3%), a221oi_1 (2.2%)"
  synth_cells: 5374
  yosysWarnings: 0
  synth_chip_area_um2: 90200
  yosysTopAreaCell: "edfxtp_1"
  syn_area_um2: 90200
  ys_cells: 5374
layout:
  stdcell_count: 8739
  regArea_um2: 67000
  utilization: 0.458
  logic_area_um2: 21600
  syn_to_final_growth_pct: 13.4
  fill_cells: 18500
  layout-drive-gt1-share: 0.176
  postLayoutCellArea_um2: 102000
detailed_routing:
  wire_per_inst_um: 29.1
  drc: 0
  vias: 51500
  drt_iter0_drc: 3982
  ant_nets: 0
  wl_um: 255000
  vias_per_cell: 5.89
  dr.pass1.iters: 5
cts:
  root_buffer: "clkbuf_16"
  tritoncts: "built"
  clock_latency_ns: 0.90
  clk_pin_slew_ns: 0.06
  cts_buffer_depth: 3
  post_cts_buffers: 0
  htree_levels: 4
  cts.sinks: 2285
  cts_made_buffers: 223
  ctsResizeCount: 0
  hold_buffers: 0
critical_path:
  arrival_ns: 2.34
  slowest_delay_ns: 0.62
  cp_cell_sequence: "mux2_2 > clkdlybuf4s50_1"
  cp_max_fo: 12
  critPathLaunchType: "flop"
  critPathCaptureType: "output port"
  worstPathRequired_ns: 12.40
  cp_slowest_cell: "dfxtp_1"
  worstSetupPathType: "reg2out"
timing:
  setup_ws_ns: 10.06
  clock_skew_ns: 0.0908
  post-route-min-period_ns: 5.44
  period_used_share: 0.351
  hold_viol: 0
  tns_ns: 0
  worst_pin_slew_ns: 1.19
  max_freq_ghz: 0.184
  drv_slew: 0
  slew_headroom: 0.194
  finalSetupViolations: 0
  rsz0062_at_grt: "no"
pwr:
  p_leak_nw: 32.6
  vdd_ir_drop_max_mv: 0.0990
  pwr_density_cell_nw_per_um2: 138
global_routing:
  grt_use_total: 0.244
  antenna_found_initial: 10
  grt_max_degree: 81
  grt_pass1_vias: 54100
  grt_pass1_wl_um: 372000
  gr-total-overflow: 0
placed_design:
  gp_congestion: 0.939
  dpl_cell_area_um2: 95000
  dp_slack_ns: 9.37
  hpwl_um: 153000
  portBuffers: 31
  placed_cells: 8319
floorplan:
  die_h_um: 477
  rows: 173
  dieWidth_um: 477
  core_um2: 223000
  die_area_um2: 227000
  fp_util: 0.404
  io_pins: 32
run:
  tool_warnings: 32
  maxCapViolations: 0
status:
  status: "complete, no violations"
worst_hold_path:
  worstHoldPathType: "reg2reg"
-- sequential cells by signal (all words and copies together) (netlist names), 9 cells and up --
register	flops
count	9
fifo0.single_port_ram.ram	1024
fifo0.prefetch_fifo.dist_ram	32
fifo1.prefetch_fifo.dist_ram	32
fifo1.single_port_ram.ram	1024
-- cells by family (layout without fill, tap and decap cells) --
family                     after synthesis  in the layout  synth area share
other                                    0              8                 0
xor gates and xnor gates                45             45           0.00437
adders and majority gates               57             57           0.00849
AOI/OAI and AO/OA                     1015           1015            0.0833
and+or+nand+nor                        992            992            0.0481
DFF                                   2285           2285             0.742
muxes                                  580            580            0.0937
buffers and inverters                  400            782            0.0202
-- cell usage in the layout (no fill, tap or decap), drive strengths merged, types with 37 or more instances in the layout --
master	Yosys	layout
edfxtp	2112	2112
a221o	46	46
nor2	430	430
a221oi	223	223
ha	50	50
inv	50	56
mux2	184	184
dfxtp	173	173
nand2	305	305
nand3	53	53
clkinv	1	89
a21oi	175	175
mux4	193	193
mux2i	203	203
buf	185	288
clkbuf	164	294
a22oi	98	98
o22ai	46	46
o21ai	120	120
nor3	37	37
-- routing by layer --
metal | routed length, µm | vias to the layer above | share of wire | GRT usage
met1 | 90000 | 25700 | 0.35 | 0.314
met4 | 8380 | 27 | 0.033 | 0.0637
met3 | 42800 | 568 | 0.17 | 0.178
met2 | 113000 | 3196 | 0.44 | 0.339
met5 | 690 | - | 0.0027 | 0.0221
li1 | - | 22000 | - | -
-- through the flow --
stage                     hold slack [ns]  total power, mW
final                               0.343             14.1
after global routing                0.352             14.6
after CTS                           0.342             14.2
after detailed placement            0.333             8.88
after global placement              0.332             8.85
after floorplan                     0.330             8.16
-- worst paths after layout --
check	from	cells after the start	endpoint	slack, ns
hold / removal	fifo0_in_data_r[3]	0	fifo0.single_port_ram.din_r[3]	0.34
setup / recovery	out_sel	2	out_data[3]	10.06
setup reg to reg	fifo1.single_port_ram.addr_r[2]	11	fifo1.single_port_ram.dout[2]	10.31
hold reg to reg	fifo0_in_data_r[3]	0	fifo0.single_port_ram.din_r[3]	0.34
-- critical path: cells and delay by family, from the launching register on --
kind / cells / cell delay [ns]
buffers and inverters: 1 / 0.47
flip-flops: 1 / 0.62
multiplexers: 1 / 0.39
-- power breakdown --
group,total [mW],internal (mW),switching (mW)
registers,6.88,6.75,0.128
clock network,5.36,3.00,2.36
logic,1.90,0.673,1.23
-- layout make-up --
cell class                      instances  share of cell area
Tap cell                             2975              0.0364
Antenna cell                            8            0.000196
Clock buffer                          294              0.0585
Sequential cell                      2285               0.655
Clock inverter                        118              0.0125
Inverter                               51             0.00190
Timing Repair Buffer                  319              0.0245
Multi-Input combinational cell       2689               0.211
Power figures rest on the tool's default switching activity, not on a simulated workload.
